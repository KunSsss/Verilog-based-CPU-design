==> flow/design.v <==
module control_unit (
	input clk,
	input rst,
	input en,
	input en_alu,
	input en_ram_out,
	input [15:0] ins,
	output reg offset_addr,
	output en_ram_in,	
	output en_group_pulse,
	output en_pc_pulse,
	output [3:0] reg_en,
	output alu_in_sel,
	output [2:0] alu_func,
	output [1:0] pc_ctrl  		
);
wire [15:0] ir_out ;
wire en_out ;
	ir ir1(
		.clk(clk),
		.rst(rst),
		.ins(ins),
		.en_in(en_ram_out),
		.en_out(en_out),
		.ir_out(ir_out)
	);
	state_transition state_transition1(
		.clk(clk),
		.rst(rst),
		.en_in(en),
		.en1(en_out),
		.en2(en_alu),
		.rd(ir_out[11:10]),
		.opcode(ir_out[15:12]),
		.en_fetch_pulse(en_ram_in),	
		.en_group_pulse(en_group_pulse),
		.en_pc_pulse(en_pc_pulse),
		.pc_ctrl(pc_ctrl),
		.reg_en(reg_en),
		.alu_in_sel(alu_in_sel),
		.alu_func(alu_func)			
	);
	always @ (en_out or ir_out) begin
		offset_addr = ir_out[7:0] ;
	end
endmodule
module ir(
	input clk,
	input rst,
	input [15:0] ins,
	input en_in,
	output reg en_out,
	output reg [15:0]ir_out
);
always @ (posedge clk or negedge rst) begin
	if (!rst) begin
		ir_out <= 16'b000000000000 ;
		en_out <= 1'b1 ;
	end
	else begin
		if (en_in) begin
			en_out <= 1'b1 ;
			ir_out <= ins ;
		end
		else en_out <= 1'b0 ;
	end
end
endmodule
module state_transition(
	input clk,
	input rst,
	input en_in,
	input en1,
	input en2,
	input [1:0] rd,
	input [3:0] opcode,
	output reg en_fetch_pulse,
	output reg en_group_pulse,
	output reg en_pc_pulse,
	output reg [1:0] pc_ctrl,
	output reg [3:0] reg_en,
	output reg alu_in_sel,
	output reg [2:0] alu_func
);
reg en_fetch_reg, en_fetch ;
reg en_group_reg, en_group ; 
reg en_pc_reg, en_pc ;
reg [3:0] current_state, next_state ; 
parameter Initial = 4'b0000 ;
parameter Fetch = 4'b0001 ;
parameter Decode = 4'b0010 ;
parameter Execute_Moveb = 4'b0011 ;
parameter Execute_Add = 4'b0100 ;
parameter Execute_Sub = 4'b0101 ;
parameter Execute_And = 4'b0110 ;
parameter Execute_Or = 4'b0111 ;
parameter Execute_Jump = 4'b1000 ;
parameter Write_back = 4'b1001 ;
always @ (posedge clk or negedge rst) begin 
	if (!rst)
		current_state <= Initial ;
	else 
		current_state <= next_state ;
end
always @ (current_state or en_in or en1 or en2 or opcode) begin
	case (current_state)
		Initial: begin
			if (en_in)
				next_state = Fetch ;
			else
				next_state = Initial ;
		end
		Fetch: begin
			if (en1) 
				next_state = Decode ;
			else
				next_state = current_state ;
		end
		Decode: begin
			case (opcode) 
				4'b0000: next_state = Execute_Moveb ;
				4'b0010: next_state = Execute_Add ;
				4'b0101: next_state = Execute_Sub ;
				4'b0111: next_state = Execute_And ;
				4'b1001: next_state = Execute_Or ;
				4'b1010: next_state = Execute_Jump ;
				default: next_state = current_state ;
			endcase
		end
		Execute_Moveb: begin
			if (en2) 
				next_state = Write_back ;
			else
				next_state = current_state ;
		end
		Execute_Add: begin
			if (en2) 
				next_state = Write_back ;
			else
				next_state = current_state ;
		end
		Execute_Sub: begin
			if (en2) 
				next_state = Write_back ;
			else
				next_state = current_state ;
		end
		Execute_And: begin
            if (en2) 
				next_state = Write_back ;
			else
				next_state = current_state ;
		end   
		Execute_Or: begin
			if (en2) 
                next_state = Write_back ;
            else
                next_state = current_state ;
        end  
		Execute_Jump: next_state = Fetch ;
		Write_back: next_state = Fetch ;
		default: next_state = current_state ;
	endcase
end
always @ (rst or next_state) begin
	if (!rst) begin
		en_fetch = 1'b0 ;
		en_group = 1'b0 ;
		en_pc = 1'b0 ;
		pc_ctrl = 2'b00 ;
		reg_en = 4'b0000 ;
		alu_in_sel = 1'b0 ;
		alu_func = 3'b000 ;
	end
	else begin
		case (next_state)
			Initial: begin
				en_fetch = 1'b0 ;
				en_group = 1'b0 ;
				en_pc = 1'b0 ;
				pc_ctrl = 2'b00 ;
				reg_en = 4'b0000 ;
				alu_in_sel = 1'b0 ;
				alu_func = 3'b000 ;
			end
			Fetch: begin
				en_fetch = 1'b1 ;  
				en_group = 1'b0 ;
				en_pc = 1'b1 ;
				pc_ctrl = 2'b01 ; 
				reg_en = 4'b0000 ; 
				alu_in_sel = 1'b0 ;
				alu_func = 3'b000 ;
			end
			Decode: begin
				en_fetch = 1'b0 ;
				en_group = 1'b0 ;
				en_pc = 1'b0 ;
				pc_ctrl = 2'b00 ;
				reg_en = 4'b0000 ;
				alu_in_sel = 1'b0 ;
				alu_func = 3'b000 ;
			end
			Execute_Moveb: begin
				en_fetch = 1'b0 ;
				en_group = 1'b1 ;
				en_pc = 1'b0 ;
				pc_ctrl = 2'b00 ;
				reg_en = 4'b0000 ;
				alu_in_sel = 1'b0 ;
				alu_func = 3'b000 ;
			end
			Execute_Add: begin
				en_fetch = 1'b0 ;
				en_group = 1'b1 ;
				en_pc = 1'b0 ;
				pc_ctrl = 2'b00 ;
				reg_en = 4'b0000 ;
				alu_in_sel = 1'b0 ;
				alu_func = 3'b001 ;
			end
			Execute_Sub: begin
				en_fetch = 1'b0 ;
				en_group = 1'b1 ;
				en_pc = 1'b0 ;
				pc_ctrl = 2'b00 ;
				reg_en = 4'b0000 ;
				alu_in_sel = 1'b0 ;
				alu_func = 3'b001 ;
			end
			Execute_And: begin
				en_fetch = 1'b0 ;
				en_group = 1'b1 ;
				en_pc = 1'b0 ;
				pc_ctrl = 2'b00 ;
				reg_en = 4'b0000 ;
				alu_in_sel = 1'b0 ;
				alu_func = 3'b001 ;
			end
			Execute_Or: begin
				en_fetch = 1'b0 ;
				en_group = 1'b1 ;
				en_pc = 1'b0 ;
				pc_ctrl = 2'b00 ;
				reg_en = 4'b0000 ;
				alu_in_sel = 1'b0 ;
				alu_func = 3'b001 ;
			end
			Execute_Jump: begin
				en_fetch = 1'b0 ;
				en_group = 1'b1 ;
				en_pc = 1'b0 ;
				pc_ctrl = 2'b00 ;
				reg_en = 4'b0000 ;
				alu_in_sel = 1'b0 ;
				alu_func = 3'b001 ;
			end
			Write_back: begin
				case (rd)
					2'b00: reg_en = 4'b0001 ;
					2'b01: reg_en = 4'b0010 ;
					2'b10: reg_en = 4'b0100 ;
					2'b11: reg_en = 4'b1000 ;
					default: reg_en = 4'b0000 ;
				endcase
			end
			default: begin
				en_fetch = 1'b0 ;
				en_group = 1'b0 ;
				en_pc = 1'b0 ;
				pc_ctrl = 2'b00 ;
				reg_en = 4'b0000 ;
				alu_in_sel = 1'b0 ;
				alu_func = 3'b000 ;
			end
		endcase
	end
end
always @ (posedge clk or negedge rst) begin
	if (!rst) begin
		en_fetch_reg <= 1'b0 ;
		en_pc_reg <= 1'b0 ;
		en_group_reg <= 1'b0 ;
	end
	else begin
		en_fetch_reg <= en_fetch ; 
		en_pc_reg <= en_pc ;
		en_group_reg <= en_group ;
	end
end
always @ (en_fetch or en_fetch_reg)
	en_fetch_pulse = en_fetch & (~en_fetch_reg) ;
always @ (en_pc_reg or en_pc)
	en_pc_pulse = en_pc & (~en_pc_reg) ; 
always @ (en_group_reg or en_group)
	en_group_pulse = en_group & (~en_group_reg) ;
endmodule
==> flow/run.sh <==
#!/bin/bash
# OpenROAD 26Q1-2900-gdf79404cd8, Yosys 0.63+post, stock flow scripts
make -C /OpenROAD-flow-scripts/flow DESIGN_CONFIG=/design/flow/config.mk WORK_HOME=/design/flow/orfs finish
==> flow/config.mk <==
export PLATFORM = sky130hd
export DESIGN_NAME = control_unit
export DESIGN_NICKNAME = control_unit
export VERILOG_FILES = /design/flow/design.v
export SDC_FILE = /design/flow/constraint.sdc
export NUM_CORES = 4
export LEC_CHECK = 1
export CORE_AREA = 10 10 87 87
export DIE_AREA = 0 0 97 97
==> flow/constraint.sdc <==
current_design control_unit

set clk_period 4.1
set clk_io_pct 0.2

create_clock -name clk0 -period $clk_period [get_ports {clk}]

set non_clock_inputs [all_inputs -no_clocks]
set_input_delay [expr $clk_period * $clk_io_pct] -clock clk0 $non_clock_inputs
set_output_delay [expr $clk_period * $clk_io_pct] -clock clk0 [all_outputs]
==> metrics.csv <==
stage,metric,value,unit
critical_path,crit_type,primary input to primary output,
drt,drt-total-wl,2.34,mm
clocking,numCtsBuffers,3,
clocking,cts.clk_slew.worst_paths,70,ps
critical_path,crit_path_start_kind,primary input,
pwr,power.leakage,0.616,nW
critical_path,r2r_setup_slack,2520,ps
floorplan,die_x,97,um
floorplan,core,5640,sq um
layout,drive_gt1_frac,0.185,
critical_path,path_delay_family,buffers and inverters,
min_path,worstHoldStart,state_transition1.current_state[0],
global_routing,grt.total_usage,0.0492,
drt,antenna_cells,0,
critical_path,worst_path_largest_cell_delay,580,ps
critical_path,path_max_fanout,5,
floorplan,initial_core_util,0.210,
placement,io_buffers,21,
timing,min_period,3750,ps
drt,drc,0,
clocking,cts_setup_buffers,0,
timing,finalClockSkew,8.96,ps
global_routing,grt_pass1_vias,813,
global_routing,grt_remaining_overflow,0,
job,warnings,34,
global_routing,grt_pass1_wl,4.00,mm
critical_path,crit_chain,clkdlybuf4s50_1 -> o21ai_0 -> o211ai_1 -> nor3_1 -> nand2b_1 -> nor4_1 -> clkdlybuf4s50_1,
timing,setup_viol,0,
synth,yosysChipArea,1180,sq um
global_routing,antenna_found_initial,0,
critical_path,endpoint,reg_en[2],
critical_path,worstPathArrival,2930,ps
drt,avgRoutedWirePerCell,11.6,um
synth,synth-main-ff-cell,dfrtp_1,
clocking,insertion_delay,260,ps
outcome,status,"complete, no violations",
critical_path,worstReg2RegEnd,state_transition1.current_state[3],
synth,syn_avg_cell_area,10.8,sq um
job,max-cap-violations,0,
floorplan,io_pins,35,
critical_path,reg2reg_depth,4,
drt,post_drt_via_cell_ratio,4.18,
timing,maxSlewViolCount,0,
synth,async_reset_ff_frac,0.870,
critical_path,crit_path_start,en_alu,
timing,unclocked_regs,3,
drt,first_pass_iters,4,
min_path,hold_class,flip-flop to flip-flop,
floorplan,chip_area,9410,sq um
synth,numSynthFlops,23,
drt,drt_iter0_markers,89,
clocking,post_cts_resized,0,
synth,edf_count,0,
timing,finalSetupTns,0,ps
synth,synthesis.area,1180,sq um
layout,fin_util,0.265,
synth,synth_warnings,3,
critical_path,critPathSlowestCell,clkdlybuf4s50_1,
synth,top_area_frac,0.381,
floorplan,rows,27,
synth,ys_cells,110,
layout,area_growth_syn_to_layout,26.3,%
critical_path,worst-path-stages,7,
timing,hold_violations,0,
timing,rsz0062_at_grt,no,
critical_path,path_common_cell,clkdlybuf4s50_1,
critical_path,crit_path_end_kind,primary output,
timing,finalCritPeriodShare,0.914,
clocking,max-clock-path-buffers,2,
floorplan,die_h,97,um
synth,synthTopCellsByArea,"dfrtp_1 (38%), dfstp_2 (4.4%), buf_4 (3.8%)",
drt,postRouteAntennaNets,0,
pwr,ir_drop,253,uV
placement,dpl.hpwl,1.87,mm
clocking,ctsRootBufferMaster,clkbuf_8,
clocking,hold_buffers,0,
critical_path,cp_num_buf_inv,2,
global_routing,grt_max_degree,23,
clocking,htree_num_levels,1,
critical_path,required,3280,ps
clocking,cts_tree,built,
timing,untimed_endpoints,7,
synth,largest_area_cell,dfrtp_1,
synth,synth_cells,110,
layout,largest_reg_flops,10,
drt,num_vias,845,
pwr,power.density,405,nW/um^2
placement,place_congestion,0.782,
synth,synth_cell_types,44,
critical_path,r2r-start,ir1.ir_out[15],
timing,fmax,267,MHz
routing by layer:
metal,GRT usage,vias to the layer above,part of all wire
met3,0.0150,2,0.050
met1,0.0712,397,0.50
met5,0,-,0
met4,0.00338,0,0.0060
li1,-,427,-
met2,0.0731,19,0.44
layout by cell type (no fill, tap or decap), types with 2 or more instances in the layout:
master           count
mux2_2               4
o21ai_0              6
nand2_1              8
dlxtn_1              3
nand4_1              2
dfstp_2              2
dfrtp_1             18
conb_1               4
nor2_1               2
nor3_1               6
nor4_1               3
or4_4                2
clkbuf_8             3
nor2b_1              5
o2bb2ai_1            3
inv_1                8
clkdlybuf4s50_1     21
buf_4                3
where the power goes:
part           switching (mW)  internal [mW]  leakage (nW)
sequential             0.0298          0.223         0.276
combinational          0.0806         0.0786         0.304
clock                  0.0638          0.130        0.0357
synthesized netlist by cell type, types with 2 or more instances:
| library cell | number |
|---|---|
| dfstp_2 | 2 |
| inv_1 | 8 |
| o2bb2ai_1 | 3 |
| dfrtp_1 | 18 |
| buf_6 | 4 |
| buf_4 | 6 |
| nand2_1 | 8 |
| nand4_1 | 2 |
| nor3_1 | 6 |
| nor2_1 | 2 |
| o21ai_0 | 6 |
| nor2b_1 | 5 |
| mux2_2 | 4 |
| dlxtn_1 | 3 |
| nor4_1 | 3 |
| or4_4 | 2 |
cell families (layout without fill, tap and decap cells):
kind of cell / after synthesis / after routing / share of synthesized area
DFF: 20 / 20 / 0.425
muxes: 4 / 4 / 0.0381
other: 1 / 4 / 0.00317
AOI/OAI and AO/OA: 23 / 23 / 0.168
xor gates and xnor gates: 1 / 1 / 0.00740
latches: 3 / 3 / 0.0381
buffers and inverters: 20 / 37 / 0.108
and+or+nand+nor: 38 / 38 / 0.212
stage by stage:
step | power [mW] | hold WS (ps) | instances | instance area [sq um] | setup WS (ps)
after floorplan | 0.374 | 456 | 113 | 1190 | 1500
after global placement | 0.416 | 473 | 198 | 1420 | 336
after detailed placement | 0.416 | 476 | 198 | 1420 | 318
after CTS | 0.612 | 489 | 202 | 1500 | 306
after global routing | 0.640 | 518 | 202 | 1500 | 191
final | 0.606 | 489 | 202 | 1500 | 351
worst min-delay path by stage:
| stage | end | slack [ps] | depth (start not counted) |
|---|---|---|---|
| 4_1_cts | state_transition1.current_state[0] | 490 | 1 |
| 5_1_grt | state_transition1.current_state[0] | 520 | 1 |
| 6_report | state_transition1.current_state[0] | 490 | 1 |
cell type report:
cell class / count / area [sq um]
Inverter: 9 / 33.8
Multi-Input combinational cell: 70 / 519
Timing Repair Buffer: 24 / 233
Clock buffer: 3 / 41.3
Sequential cell: 23 / 548
Fill cell: 605 / 4150
Clock inverter: 1 / 30.0
Tap cell: 72 / 90.1
Power and IR drop assume default switching activity.
