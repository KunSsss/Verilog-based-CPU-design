`flow/run.sh`:
```
#!/bin/bash
# OpenROAD 26Q1-2900-gdf79404cd8, Yosys 0.63+post, stock flow scripts
make -C /OpenROAD-flow-scripts/flow DESIGN_CONFIG=/design/flow/config.mk WORK_HOME=/design/flow/orfs finish
```
`flow/design.v`:
```
`timescale 1ns / 1ps
module reg_group(
    input clk,       
    input rst,	
    input en_in,		
    input [3:0] reg_en,		
    input [15:0] d_in,		
    input [1:0] rd,
    input [1:0] rs,		
    output reg en_out,		
    output reg [15:0] rd_q,
    output reg [15:0] rs_q	
);
wire [15:0] q0, q1, q2, q3 ; 
    register reg0(
            .clk(clk),
            .rst(rst),
            .en(reg_en[0]),                
            .d(d_in),                
            .q(q0)      
            );
    register reg1(
            .clk(clk),
            .rst(rst),
            .en(reg_en[1]),                
            .d(d_in),                
            .q(q1)      
            );
    register reg2(
            .clk(clk),
            .rst(rst),
            .en(reg_en[2]),                
            .d (d_in),                
            .q (q2)      
            );
    register reg3(
            .clk(clk),
            .rst(rst),
            .en(reg_en[3]),                
            .d(d_in),                
            .q(q3)      
            );      
    always @ (posedge clk or negedge rst)
        if (rst == 0) begin
                rd_q <= 0 ; 
                rs_q <= 0 ;    
                en_out <= 0; 
        end
        else begin
            if (en_in == 1) begin
                en_out <= 1 ;   
                case ({rd[1:0], rs[1:0]})
                    4'b0000: begin
                        rd_q <= q0 ;
                        rs_q <= q0 ;
                    end
                    4'b0001: begin
                        rd_q <= q0 ;
                        rs_q <= q1 ;
                    end   
                    4'b0010: begin 
                        rd_q <= q0 ; 
                        rs_q <= q2 ; 
                    end
                    4'b0011: begin      
                        rd_q <= q0;                                                           
                        rs_q <= q3;
                    end        
                    4'b0100: begin      
                        rd_q <= q1;
                        rs_q <= q0;
                    end        
                    4'b0101: begin      
                        rd_q <= q1;
                        rs_q <= q1;
                    end           
                    4'b0110: begin      
                        rd_q <= q1;
                        rs_q <= q2;
                    end   
                    4'b0111: begin      
                        rd_q <= q1;
                        rs_q <= q3;
                    end                   
                    4'b1000: begin      
                        rd_q <= q2 ;
                        rs_q <= q0 ;
                    end     
                    4'b1001: begin            
                        rd_q <= q2 ;     
                        rs_q <= q1 ;         
                    end       
                    4'b1010: begin       
                        rd_q <= q2 ;
                        rs_q <= q2 ;
                    end                 
                    4'b1011: begin       
                        rd_q <= q2 ;
                        rs_q <= q3 ;
                    end  
                    4'b1100: begin       
                        rd_q <= q3 ;
                        rs_q <= q0 ;
                    end               
                    4'b1101: begin         
                        rd_q <= q3 ;    
                        rs_q <= q1 ;          
                    end       
                    4'b1110: begin       
                        rd_q <= q3 ;
                        rs_q <= q2 ;
                    end         
                    4'b1111: begin       
                        rd_q <= q3 ;
                        rs_q <= q3 ;
                    end         
                    default: begin
                        rd_q <= 0 ;
                        rs_q <= 0 ;
                    end
                endcase
            end
            else en_out <= 0 ;
        end
endmodule               
`timescale 1ns / 1ps
module register(
	input clk,
	input rst,
	input en,				
	input [15:0] d,				
	output reg [15:0] q				
);
    always @ (posedge clk or negedge rst) begin
      if (rst == 0) q <= 0 ;
      else 
        if (en == 1) q <= d ; 
        else q <= q ; 
      end
endmodule
```
`flow/constraint.sdc`:
```
current_design reg_group

set clk_period 1.4
set clk_io_pct 0.2

create_clock -name clk0 -period $clk_period [get_ports {clk}]

set non_clock_inputs [all_inputs -no_clocks]
set_input_delay [expr $clk_period * $clk_io_pct] -clock clk0 $non_clock_inputs
set_output_delay [expr $clk_period * $clk_io_pct] -clock clk0 [all_outputs]
```
`flow/config.mk`:
```
export PLATFORM = sky130hd
export DESIGN_NAME = reg_group
export DESIGN_NICKNAME = reg_group
export VERILOG_FILES = /design/flow/design.v
export SDC_FILE = /design/flow/constraint.sdc
export NUM_CORES = 4
export LEC_CHECK = 1
export CORE_UTILIZATION = 40
```
==> results.cfg <==
; generated from flow reports
[outcome]
status = finished, final reports clean

[critical_path]
crit_type = flip-flop to output port
path_cells = dlygate4sd2_1
arrival_ns = 0.99
critPathCaptureType = output port
start_kind = flip-flop
critPathRequiredTime_ns = 1.12
cp_slowest_cell = dfrtp_1
cp_top_family = flip-flops
critPathBufInv = 1
crit_cells = 1
cpPeakStageDelay_ns = 0.41
reg2regPathDepth = 2
worst-path-max-fanout = 2

[detailed_routing]
first_iter_violations = 95
vias_per_cell = 5.27
drc = 0
dr.pass1.iters = 4
drtAntennaViolNets = 0
wl_per_cell_microns = 18.6
vias = 2871
wl_mm = 10.2
antenna_cells = 0

[final_timing]
fin_tns_setup_ns = 0
tightest_slew_ns = 0.347
fin_crit_ns = 1.27
period_used_pct = 90.8
fmax_mhz = 786
setup_viol = 0
grt_setup_unrepaired = false
finalHoldViolations = 0
slew_viol_final = 0
fin_skew_ns = 0.00418
worst_slack_ns = 0.128
slew_headroom_pct = 76.9

[job]
warnings = 25
drv_cap = 0

[cts]
ctsLongestPathBuffers = 2
clock_latency_ns = 0.34
numCtsBuffers = 9
clock-sinks = 97
clk_pin_slew_ns = 0.07
cts_tree = done
cts_root_buf = clkbuf_16
htree_levels = 3

[floorplan]
floorplan.core_util_pct = 40.9
dieArea_sq_um = 12100
core-area_sq_um = 11400
io_pins = 60
die_w_microns = 110
rows = 39
die_h_microns = 110

[logic_synthesis]
top_area_share_pct = 52.2
ys_area_sq_um = 4650
synth.area.top_cells = dfrtp_1 (52%), mux2_1 (15%), mux2i_1 (14%)
ys_cells = 318
ys_sh_adder_pct = 0
ys_sh_xor_pct = 0
top_area_cell = dfrtp_1
avgSynthCellArea_sq_um = 14.6
synth_flops = 97
yosys_warnings = 2
syn_area_sq_um = 4650
synth_cell_types = 13
ys_sh_aoi_pct = 8.71
logic_family = multiplexers
yosysSeqAreaShare_pct = 52.2
mux_share_pct = 29.3
syn_inst = 318
simple_gate_share_pct = 4.84

[global_routing]
grt.overflow.total = 0
grt_pass1_vias = 3070
grt_first_pass_wirelength_mm = 16.7
grt_max_degree = 63
antenna_found_initial = 0
track_usage_pct = 19.1

[placed_design]
port_buffers = 59
gp_congestion = 0.773
dp_slack_ns = -0.0673
place_hpwl_mm = 6.60
placed_cell_area_sq_um = 5490

[hold_path]
min_path_type = primary input to async pin

[pwr]
ir_worst_vdd_v = 0.000504
p_per_area_nw_per_um2 = 1200
p_leak_nw = 2.62

[layout]
drive_above_1_share_pct = 18.4
fin_util_pct = 51.5
syn2layout_area_growth_pct = 25.9
fin_area_sq_um = 5860
## timing repair
| item | in CTS | in global routing |
|---|---|---|
| hold buffers | 1 | 0 |
| endpoints found under the setup margin | 33 | 0 |
| resized | 33 | 0 |
| setup buffers | 14 | 0 |
| endpoints found under the hold margin | 97 | 0 |
## final cells by class
class | instances | area, sq um
fillers | 976 | 5510
repair buffers | 94 | 965
flip-flops and latches | 97 | 2430
well taps | 143 | 179
multi-input cells | 196 | 1990
clock inverters | 5 | 56.3
clock buffers | 10 | 239
## synthesized netlist by cell type (all sizes together)
cell type	n
buf	24
dfrtp	97
o221ai	32
mux2	64
nand2	2
mux2i	64
nand2b	34
dlymetal6s2s	1
## flip-flops by register name, indices dropped and copies added, names as in the netlist
| signal | count |
|---|---|
| reg1.q | 16 |
| reg3.q | 16 |
| en_out | 1 |
| rd_q | 16 |
| reg0.q | 16 |
| rs_q | 16 |
| reg2.q | 16 |
## logic make-up (layout without fill, tap and decap cells)
kind of cell | Yosys count | in the layout
mux | 128 | 128
buf+inv | 25 | 109
compound gates | 32 | 32
simple gates | 36 | 36
flops | 97 | 97
## path summary, 6_finish.rpt
path	from	endpoint	slack, ns
min	rst	reg1.q[7]$_DFFE_PN0P_	0.28
max	rd_q[6]$_DFFE_PN0P_	rd_q[6]	0.13
max in group asynchronous	rst	reg3.q[0]$_DFFE_PN0P_	0.60
max reg2reg	reg2.q[6]$_DFFE_PN0P_	rs_q[6]$_DFFE_PN0P_	0.55
min in group clk0	rs[1]	rs_q[0]$_DFFE_PN0P_	0.44
min reg2reg	rs_q[2]$_DFFE_PN0P_	rs_q[2]$_DFFE_PN0P_	0.50
## metal layers
metal	track usage (%)	share of wire (%)	up-vias
met3	2.11	2.7	11
met2	30.5	49	47
met4	3.05	1.6	0
met5	0	0	-
met1	29.5	47	1478
li1	-	-	1335
## report_power, final
| group | switching (mW) | internal (mW) |
|---|---|---|
| logic | 0.499 | 0.720 |
| registers | 0.229 | 3.13 |
| clock network | 1.03 | 1.42 |
| total | 1.75 | 5.27 |
## through the flow
step | hold WS [ns] | cells | power (mW)
after CTS | 0.272 | 545 | 7.12
final | 0.276 | 545 | 7.03
after global routing | 0.290 | 545 | 7.38
after floorplan | -0.0156 | 318 | 3.98
after global placement | 0.0854 | 515 | 4.64
after detailed placement | 0.0853 | 515 | 4.66
## layout by cell type, fill, tap and decap left out
| cell | instances |
|---|---|
| dfrtp_1 | 97 |
| clkbuf_8 | 1 |
| buf_2 | 2 |
| clkinvlp_4 | 1 |
| dlygate4sd3_1 | 1 |
| mux2_1 | 64 |
| nand2b_2 | 2 |
| clkinv_4 | 1 |
| clkdlybuf4s50_1 | 23 |
| buf_4 | 22 |
| mux2i_1 | 64 |
| nand2b_1 | 32 |
| o221ai_1 | 12 |
| o221ai_2 | 20 |
| clkbuf_16 | 9 |
| nand2_1 | 2 |
| bufinv_16 | 1 |
| clkinv_2 | 2 |
| dlygate4sd2_1 | 33 |
| buf_12 | 13 |
No activity file was given, so power comes from the tool's default toggle rates.
