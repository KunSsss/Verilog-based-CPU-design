`run.sh`:
```
#!/bin/bash
# OpenROAD 26Q1-2900-gdf79404cd8, Yosys 0.63+post, stock flow scripts
make -C /OpenROAD-flow-scripts/flow DESIGN_CONFIG=/design/flow/config.mk WORK_HOME=/design/flow/orfs finish
```
`config.mk`:
```
export PLATFORM = sky130hd
export DESIGN_NAME = alu_mux
export DESIGN_NICKNAME = alu_mux
export VERILOG_FILES = /design/flow/design.v
export SDC_FILE = /design/flow/constraint.sdc
export NUM_CORES = 4
export LEC_CHECK = 1
export CORE_UTILIZATION = 30
```
`constraint.sdc`:
```
current_design alu_mux

set clk_period 1.1
set clk_io_pct 0.2

create_clock -name clk0 -period $clk_period [get_ports {clk}]

set non_clock_inputs [all_inputs -no_clocks]
set_input_delay [expr $clk_period * $clk_io_pct] -clock clk0 $non_clock_inputs
set_output_delay [expr $clk_period * $clk_io_pct] -clock clk0 [all_outputs]
```
`design.v`:
```
module alu_mux (
	input clk, 
	input rst, 
	input en_in,
	input [7:0] offset, 
	input [15:0] rd_q,
	input [15:0] rs_q,
	input alu_in_sel,
	output reg [15:0] alu_a,
	output reg [15:0] alu_b,
	output reg en_out
);
	always @ (negedge rst or posedge clk) begin
		if (rst == 1'b0) begin
			alu_a <= 16'b0000_0000_0000_0000 ;
			alu_b <= 16'b0000_0000_0000_0000 ;
			en_out  <= 1'b0;
		end		
		else 
			if (en_in == 1'b1) begin
				alu_a <= rd_q;
				en_out  <= 1'b1;
				if (alu_in_sel == 1'b0) 
					alu_b <= {{8{offset[7]}}, offset[7:0]} ; 
				else 
					alu_b <= rs_q;					
			end
			else en_out  <= 1'b0;
    end
endmodule
```
==> flow_summary.toml <==
# flow metrics
[outcome]
run_status = "finished, violations left"
failed_checks = "negative hold slack"

[place]
gp_congestion = 0.7388
post-dp-hpwl_um = 2270
numPortBuffers = 76
numPlacedInstances = 247

[yosys]
post_synth_main_area_contributors = "sky130_fd_sc_hd__dfrtp_1 55%, sky130_fd_sc_hd__a31oi_4 13%, sky130_fd_sc_hd__mux2_2 12%, sky130_fd_sc_hd__mux2i_1 4.6%, sky130_fd_sc_hd__nor2_1 4.0%"
yosys.area.top_type_share_pct = 54.55
synth.yosys.warnings = 1
edf_count = 0
synth_top_flop_cell = "sky130_fd_sc_hd__dfrtp_1"
synthDistinctLibCells = 14
post_synth_most_frequent_cells = "33 x sky130_fd_sc_hd__dfrtp_1, 16 x sky130_fd_sc_hd__mux2_2, 16 x sky130_fd_sc_hd__nor2_1"
synthesis.instances = 106
synth-cells-yosys = 106
ys_ff = 33
yosys.stat.chipArea_um2 = 1514
syn-mean-instance-area_um2 = 14.28
synthesis.area_um2 = 1514
largest_area_cell = "sky130_fd_sc_hd__dfrtp_1"
synthMostInstantiatedCell = "sky130_fd_sc_hd__dfrtp_1"
synth_sequential_area_ratio_pct = 54.55
async_reset_ff_share_pct = 100.0

[floorplan]
die_h_um = 73.04
placementRows = 25
design.core.area_um2 = 4786
die-width_um = 73.04
fp-utilization_pct = 31.63
num_io_pins = 77
dieArea_um2 = 5335

[cts]
cts_tree = "yes"
cts.path.max_buffers = 2
insertion_delay_ps = 270
cts.sink_count = 33
cts_max_level = 2
clock-root-buffer = "sky130_fd_sc_hd__clkbuf_8"
num_cts_buffers = 5
clk_slew_on_worst_s_h_paths_ps = 60

[drt]
route.detailed.vias_per_inst = 4.269
totalWireLength_um = 3017
routedWlPerCell_um = 11.60
route.detailed.drc = 0
route.vias.total = 1110
antennaDiodeCount = 0
detail_route.first_pass.iterations = 2
drt_first_iter_violations = 29
antenna_violating_nets_post_route = 0

[worst_setup_path]
crit_family = "flip-flops"
worstPathBufferInverterCount = 1
cp_cell_sequence = "clkdlybuf4s15_1"
data_arrival_time_of_the_critical_path_ps = 830
worst-setup-path-type = "register to output pin"
cp_data_required_time_ps = 880
worstSetupStartpointType = "register"
crit_path_end_kind = "output pin"
critical_path.max_fanout = 2
critical_path.slowest_cell = "sky130_fd_sc_hd__dfrtp_1"
timing.critical_path.slowest_cell_delay_ps = 380

[power]
power.static_leakage_nw = 1.022
ir_worst_vdd_v = 0.0005039
p_per_area_nw_per_um2 = 1201

[hold_path]
worst_hold_path_type = "input port to asynchronous set/reset pin"

[final_timing]
worstMarginPinSlew_ps = 260.6
clock_skew_ps = 0
timing.slew.headroom_pct = 82.61
slew_viol_final = 0
timing.fmax_mhz = 948.4
min_period_ps = 1054
setup-violations-final = 0
holdWs_ps = -111.7
final.period_utilization_pct = 95.86
totalNegativeSetupSlack_ps = 0
hold_violations = 33

[grt]
first_global_vias = 1111
grt.overflow.total = 0
pin_count_of_the_biggest_net_entering_global_routing = 34
grt_antenna_before_repair = 0
track_usage_pct = 12.35
grt_pass1_wl_um = 4995

[finish]
final_layout_size_suffix_gt1_share_pct = 31.61
area_delta_synth_final_pct = 61.90
layoutNonFillerInstCount = 260
nFillCells = 406

[run]
tool_warnings = 27
maxCapViolCount = 0
[flip-flops by register name (all words and copies together) (netlist names)]
name / cells
alu_a: 16
alu_b: 16
en_out: 1
[cell type report]
type	instances	area, um^2	share of cell area [%]
clock buffer	7	86.33	3.522
tap	67	83.83	3.420
multi-input combinational	65	606.8	24.76
sequential	33	825.8	33.69
timing repair buffer	88	848.3	34.61
[cells in the final DEF, fill, tap and decap left out, drive strengths merged]
| master | synthesis | final |
|---|---|---|
| mux2 | 16 | 16 |
| clkbuf | 0 | 16 |
| nand2b | 1 | 1 |
| dfrtp | 33 | 33 |
| clkdlybuf4s15 | 0 | 24 |
| nor2 | 16 | 16 |
| a31oi | 9 | 9 |
| nand2 | 9 | 9 |
| buf | 8 | 14 |
| mux2i | 7 | 7 |
| a21oi | 7 | 7 |
| dlymetal6s2s | 0 | 1 |
| clkdlybuf4s50 | 0 | 40 |
[cells by family (layout without fill, tap and decap cells)]
group | count (synthesis) | after routing | share of synthesized area, %
muxes | 23 | 23 | 16.53
buffers and inverters | 8 | 95 | 5.867
and+or+nand+nor | 26 | 26 | 7.107
DFF | 33 | 33 | 54.55
AOI/OAI and AO/OA | 16 | 16 | 15.95
[metrics by stage]
stage / hold slack, ps / total power [mW] / cell area, um^2 / util (%) / setup WS, ps
after global placement: 190.5 / 2.114 / 2355 / 49.20 / -248.6
after CTS: -108.3 / 2.996 / 2461 / 51.42 / 2.477
final: -111.7 / 2.944 / 2451 / 51.22 / 45.57
after floorplan: -75.59 / 1.658 / 1514 / - / 241.1
after global routing: -110.5 / 3.133 / 2451 / 51.22 / -0.8045
after detailed placement: 195.3 / 2.124 / 2355 / 49.20 / -282.9
[layer usage]
layer | part of all wire [%] | GRT usage, % | vias to the layer above
met5 | 0 | 0 | -
met4 | 1.6 | 1.525 | 0
met3 | 9.8 | 4.902 | 5
met2 | 46 | 19.14 | 49
met1 | 42 | 17.25 | 520
li1 | - | - | 536
[power by group]
| part | internal, mW | switching [mW] |
|---|---|---|
| logic | 0.448 | 0.206 |
| registers | 1.34 | 0.0622 |
| clock network | 0.496 | 0.394 |
[final timing paths]
path | startpoint | end | slack [ps] | cells after the start
max reg2reg | alu_b[1]$_DFFE_PN0P_ | alu_b[1]$_DFFE_PN0P_ | 190 | 4
min in group clk0 | en_in | en_out$_DFF_PN0_ | 300 | 2
max in group asynchronous | rst | alu_a[12]$_DFFE_PN0P_ | 1040 | 2
max | alu_b[0]$_DFFE_PN0P_ | alu_b[0] | 50 | 1
min | rst | alu_b[6]$_DFFE_PN0P_ | -110 | 2
min reg2reg | alu_a[7]$_DFFE_PN0P_ | alu_a[7]$_DFFE_PN0P_ | 500 | 1
[what timing repair did]
action | 4_1_cts | 5_1_grt
setup endpoints to repair | 33 | 15
endpoints found under the hold margin | 33 | 33
buffers inserted | 3 | 3
gates resized | 64 | 14
Power is estimated from default activity; no workload was simulated.
